**/design/flow/design.v**
```verilog
module mult32x32_fsm (
    input logic clk,               
    input logic reset,             
    input logic start,             
    output logic busy,             
    output logic [1:0] a_sel,      
    output logic b_sel,            
    output logic [5:0] shift_sel,  
    output logic upd_prod,         
    output logic clr_prod          
);
	typedef enum { idle_st, transient_st, mult1_st,mult2_st,mult3_st,mult4_st,mult5_st,mult6_st,mult7_st,mult8_st } sm_type;
    sm_type current_state;
    sm_type next_state;
    always_ff @(posedge clk, posedge reset) begin
        if (reset == 1'b1) begin
            current_state <= idle_st;
        end
        else begin
            current_state <= next_state;
        end
    end
	always_comb begin
	    next_state = current_state;
	    busy = 1'b0;
	    a_sel = 2'b00;
	    b_sel = 1'b0;
	    shift_sel = 6'b0000;
		upd_prod = 1'b0;
		clr_prod = 1'b0;
	    case (current_state)
	    idle_st: begin
	        if(start == 1'b1) begin
	        	next_state = transient_st;
	        	clr_prod = 1'b1;
	        end
	    end
	    transient_st: begin
	    	next_state = mult1_st;
		   	busy = 1'b1;
		   	upd_prod = 1'b1;
	    end
	    mult1_st: begin
	    	next_state = mult2_st;
		   	busy = 1'b1;
		   	a_sel = 2'b01;
	    	b_sel = 1'b0;
	    	shift_sel = 6'b1000;
			upd_prod = 1'b1;
	    end
	    mult2_st: begin
	    	next_state = mult3_st;
		   	busy = 1'b1;
		   	a_sel = 2'b10;
	    	b_sel = 1'b0;
	    	shift_sel = 6'b10000;
			upd_prod = 1'b1;
	    end
	    mult3_st: begin
	    	next_state = mult4_st;
		   	busy = 1'b1;
		   	a_sel = 2'b11;
	    	b_sel = 1'b0;
	    	shift_sel = 6'b11000;
			upd_prod = 1'b1;
	    end
	    mult4_st: begin
	    	next_state = mult5_st;
		   	busy = 1'b1;
		   	a_sel = 2'b00;
	    	b_sel = 1'b1;
	    	shift_sel = 6'b10000;
			upd_prod = 1'b1;
	    end
	    mult5_st: begin
	    	next_state = mult6_st;
		   	busy = 1'b1;
		   	a_sel = 2'b01;
	    	b_sel = 1'b1;
	    	shift_sel = 6'b11000;
			upd_prod = 1'b1;
	    end
	    mult6_st: begin
	    	next_state = mult7_st;
		   	busy = 1'b1;
		   	a_sel = 2'b10;
	    	b_sel = 1'b1;
	    	shift_sel = 6'b100000;
			upd_prod = 1'b1;
	    end
	    mult7_st: begin
	    	next_state = mult8_st;
		   	busy = 1'b1;
		   	a_sel = 2'b11;
	    	b_sel = 1'b1;
	    	shift_sel = 6'b101000;
			upd_prod = 1'b1;
	    end
	    mult8_st: begin
	    	next_state = idle_st;
	    	busy = 1'b1;
	    end
	    endcase
	end
endmodule
```
**/design/flow/run.sh**
```bash
#!/bin/bash
# OpenROAD 26Q1-2900-gdf79404cd8, Yosys 0.63+post, stock flow scripts
make -C /OpenROAD-flow-scripts/flow DESIGN_CONFIG=/design/flow/config.mk WORK_HOME=/design/flow/orfs finish
```
**/design/flow/config.mk**
```make
export PLATFORM = sky130hd
export DESIGN_NAME = mult32x32_fsm
export DESIGN_NICKNAME = mult32x32_fsm
export VERILOG_FILES = /design/flow/design.v
export SDC_FILE = /design/flow/constraint.sdc
export NUM_CORES = 4
export LEC_CHECK = 1
export CORE_AREA = 10 10 71 71
export DIE_AREA = 0 0 81 81
```
**/design/flow/constraint.sdc**
```tcl
current_design mult32x32_fsm

set clk_period 1.4
set clk_io_pct 0.2

create_clock -name clk0 -period $clk_period [get_ports {clk}]

set non_clock_inputs [all_inputs -no_clocks]
set_input_delay [expr $clk_period * $clk_io_pct] -clock clk0 $non_clock_inputs
set_output_delay [expr $clk_period * $clk_io_pct] -clock clk0 [all_outputs]
```
==> flow_summary.ini <==
; synthesis and place-and-route metrics
[status]
outcome = finished with violations
failed_checks = setup timing

[placement]
gp_congestion = 0.733
pre_cts_ws_ns = -0.252
dp.final_hpwl_um = 725
numPortBuffers = 11

[setup_path]
critical_path.cell_chain = nor4_2 -> buf_4 -> buf_6 -> nand4b_1 -> buf_2
rr_worst_depth = 2
r2r_end = current_state[7]
worstSetupEndpointType = output pin
crit_required_ns = 1.12
crit_fanout = 3
arrival_ns = 1.41
path_delay_family = simple AND/OR/NAND/NOR gates
r2r_slack_ns = 0.66
crit_buf_inv = 3
max_stage_delay_ns = 0.38
crit_type = flop to output pin
cp-start-kind = flop
crit_path_top_delay_cell = dfrtp_1
r2r-start = current_state[2]

[clocking]
clk_latency_ns = 0.23
numCtsBuffers = 3
cts_tree = built
htreeDepth = 1
clkTransAtPathRegs_ns = 0.05
cts_num_sinks = 10
clk_path_buf_depth = 2
cts-root-buf = clkbuf_8
cts_hold_buf = 0

[sta]
worst_clock_skew_ns = 0.00368
finalHoldViolCount = 0
max_freq_mhz = 593
rsz0062_at_grt = true
setup_viol = 7
slew_violations = 0
fin_crit_sh_pct = 121
finalWorstSetupSlack_ns = -0.287
min_period_ns = 1.69

[finish]
reg.largest.list = current_state (10)
drive_above_1_share_pct = 48.3
regMostFlops = current_state
utilization_pct = 19.0
largest_reg_flops = 10
area_growth_pct = 86.8

[grt]
antenna_found_initial = 0
grt_pass1_vias = 358
grt_max_degree = 11
track_usage_pct = 2.99
grt_overflow = 0
grt_pass1_wl_mm = 1.56

[route]
drt-total-wl_um = 956
drc = 0
vias_per_cell = 2.83
via_count = 300
diodes = 0
wl_per_cell_um = 9.02
drt_first_pass_iters = 2
ant_nets = 0
drt_iter0_drc = 15

[synth]
ys_sh_simple_pct = 18.9
ys_sh_mux_pct = 0
synth.distinct_cells = 12
ys_sh_xor_pct = 0
ys_area_um2 = 370
synthAoiAreaFrac_pct = 2.03
syn_area_um2 = 370
yosysTopAreaCell = dfrtp_1
synth_flops = 10
ff_type = dfrtp_1
top_logic_kind = simple AND/OR/NAND/NOR gates
edf_count = 0
ys_cells = 33
fa_ha_area_share_pct = 0
synth_area_per_cell_um2 = 11.2
common_cells = dfrtp_1, nor2_1, inv_1, nand2_1, buf_4
ys_warn_count = 1
synth.top_cell.area_share_pct = 60.8
ys_async_sr_fraction_pct = 100
synth.area.top_cells = dfrtp_1, dfstp_2, buf_4
top_cell = dfrtp_1
ys_seq_share_pct = 67.9
netlist_instances = 33

[power_and_ir_drop]
power_leakage_uw = 0.000390
power.internal_uw = 542
comb_power_share_pct = 1.8
clockPowerShare_pct = 54.0
vdd_drop_max_uv = 512
powerDensity_mw_per_mm2 = 950
power.switching_uw = 115
p_sw_share_pct = 17.6
p_seq_share_pct = 44.1

[die]
fp_util_pct = 10.2
die-area_mm2 = 0.00656
core_mm2 = 0.00363
io_pins = 15
dieHeight_um = 81
rows = 22
die_x_um = 81

[job]
warning_count = 27
cap_violations = 0

[min_path]
hp-class = input port to asynchronous set/reset pin
-- stage by stage --
step / instance area (um2) / power (uW) / hold WS (ns) / instances / TNS, ns
5_1_grt: 692 / 682 / 0.371 / 106 / -2.14
2_1_floorplan: 378 / 305 / 0.119 / 35 / 0
3_5_place_dp: 571 / 307 / 0.362 / 97 / -0.970
3_3_place_gp: 571 / 307 / 0.360 / 97 / -0.881
4_1_cts: 678 / 665 / 0.326 / 105 / -1.70
6_report: 692 / 658 / 0.315 / 106 / -1.62
-- cell usage in the layout (no fill, tap or decap) --
master,n
clkdlybuf4s50_1,6
inv_1,3
nor2_1,1
buf_2,4
buf_6,5
nor2_2,2
dfstp_2,1
clkbuf_8,4
dfrtp_1,9
a21o_1,1
nand4b_1,1
nor2_4,3
nand3_1,1
conb_1,3
inv_2,1
nor4_2,1
and2_4,1
nand2_1,4
buf_4,6
clkdlybuf4s15_1,1
-- how the worst max path moves through the flow --
stage / from / to / slack [ns] / cells past startpoint
final: current_state[8] / busy / -0.29 / 5
after global routing: current_state[8] / busy / -0.37 / 5
after CTS: current_state[8] / busy / -0.32 / 5
-- kinds of logic after synthesis --
kind of cell    count (synthesis)
simple gates                   14
flops                          10
buf+inv                         7
compound gates                  1
other cells                     1
-- worst reg2reg max path: cells and delay by family (launching register included) --
| kind | cells | cell delay [ns] |
|---|---|---|
| buffers and inverters | 2 | 0.24 |
| flip-flops | 1 | 0.39 |
-- timing repair --
item                       in CTS  in global routing
pin swaps                       3                  0
setup endpoints to repair       9                  9
gates resized                  27                  4
setup buffers                   4                  3
-- per-layer routing --
layer	up-vias	routed length, um	global-route usage, %
met3	0	140	2.12
met4	0	0	0.519
met5	-	0	0
li1	147	-	-
met1	135	474	4.11
met2	18	341	3.74
-- power groups by stage --
stage | Sequential, uW | Combinational [uW] | Clock (uW)
6_report | 290 | 12.2 | 355
5_1_grt | 290 | 14.5 | 378
4_1_cts | 290 | 12.9 | 362
-- area by class of cell --
| type | instances | area (um2) |
|---|---|---|
| Multi-Input combinational cell | 18 | 119 |
| Timing Repair Buffer | 22 | 191 |
| Inverter | 4 | 15.0 |
| Clock buffer | 4 | 55.1 |
| Fill cell | 408 | 2940 |
| Sequential cell | 10 | 251 |
| Tap cell | 48 | 60.1 |
Power is estimated from default activity; no workload was simulated.
