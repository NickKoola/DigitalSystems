`flow/constraint.sdc`:
```
current_design mult32x32_fast_fsm

set clk_period 1.6
set clk_io_pct 0.2

create_clock -name clk0 -period $clk_period [get_ports {clk}]

set non_clock_inputs [all_inputs -no_clocks]
set_input_delay [expr $clk_period * $clk_io_pct] -clock clk0 $non_clock_inputs
set_output_delay [expr $clk_period * $clk_io_pct] -clock clk0 [all_outputs]
```
`flow/run.sh`:
```
#!/bin/bash
# OpenROAD 26Q1-2900-gdf79404cd8, Yosys 0.63+post, stock flow scripts
make -C /OpenROAD-flow-scripts/flow DESIGN_CONFIG=/design/flow/config.mk WORK_HOME=/design/flow/orfs finish
```
`flow/design.v`:
```
module mult32x32_fast_fsm (
    input logic clk,               
    input logic reset,             
    input logic start,             
    input logic a_msb_is_0,        
    input logic b_msw_is_0,        
    output logic busy,             
    output logic [1:0] a_sel,      
    output logic b_sel,            
    output logic [5:0] shift_sel,  
    output logic upd_prod,         
    output logic clr_prod          
);
	typedef enum { idle_st, transient_st, mult1_st,mult2_st,mult3_st,mult4_st,mult5_st,mult6_st,mult7_st,mult8_st } sm_type;
    sm_type current_state;
    sm_type next_state;
    always_ff @(posedge clk, posedge reset) begin
        if (reset == 1'b1) begin
            current_state <= idle_st;
        end
        else begin
            current_state <= next_state;
        end
    end
	always_comb begin
	    next_state = current_state;
	    busy = 1'b0;
	    a_sel = 2'b00;
	    b_sel = 1'b0;
	    shift_sel = 6'b0000;
		upd_prod = 1'b0;
		clr_prod = 1'b0;
	    case (current_state)
	    idle_st: begin
	        if(start == 1'b1) begin
	        	next_state = transient_st;
	        	clr_prod = 1'b1;
	        end
	    end
	    transient_st: begin
	    	next_state = mult1_st;
		   	busy = 1'b1;
		   	upd_prod = 1'b1;
	    end
	    mult1_st: begin
	    	next_state = mult2_st;
		   	busy = 1'b1;
		   	a_sel = 2'b01;
	    	b_sel = 1'b0;
	    	shift_sel = 6'b1000;
			upd_prod = 1'b1;
	    end
	    mult2_st: begin
	    	next_state = mult3_st;
		   	busy = 1'b1;
		   	a_sel = 2'b10;
	    	b_sel = 1'b0;
	    	shift_sel = 6'b10000;
			upd_prod = 1'b1;
	    end
	    mult3_st: begin
	    	busy = 1'b1;
	    	if(a_msb_is_0 == 1 && b_msw_is_0 == 1) begin
	    		next_state = idle_st;
	    	end
	    	else if(a_msb_is_0 == 1 && b_msw_is_0 == 0) begin
	    		next_state = mult5_st;
			   	a_sel = 2'b00;
		    	b_sel = 1'b1;
		    	shift_sel = 6'b10000;
				upd_prod = 1'b1;
	    	end
			else begin
		    	next_state = mult4_st;
			   	a_sel = 2'b11;
		    	b_sel = 1'b0;
		    	shift_sel = 6'b11000;
				upd_prod = 1'b1;
			end
	    end
	    mult4_st: begin
	     	busy = 1'b1;
	    	if(b_msw_is_0 == 1) begin
	    		next_state = idle_st;
	    	end
	    	else begin
	    	next_state = mult5_st;	  
		   	a_sel = 2'b00;
	    	b_sel = 1'b1;
	    	shift_sel = 6'b10000;
			upd_prod = 1'b1;
	    	end
	    end
	    mult5_st: begin
	    	next_state = mult6_st;
		   	busy = 1'b1;
		   	a_sel = 2'b01;
	    	b_sel = 1'b1;
	    	shift_sel = 6'b11000;
			upd_prod = 1'b1;
	    end
	    mult6_st: begin
	    	next_state = mult7_st;
		   	busy = 1'b1;
		   	a_sel = 2'b10;
	    	b_sel = 1'b1;
	    	shift_sel = 6'b100000;
			upd_prod = 1'b1;
	    end
	    mult7_st: begin
	    	busy = 1'b1;
	    	if(a_msb_is_0==1) begin
	    		next_state = idle_st;
	    	end
	    	else begin
	    		next_state = mult8_st;
			   	a_sel = 2'b11;
		    	b_sel = 1'b1;
		    	shift_sel = 6'b101000;
				upd_prod = 1'b1;
	    	end
	    end
	    mult8_st: begin
	    	next_state = idle_st;
	    	busy = 1'b1;
	    end
	    endcase
	end
endmodule
```
`flow/config.mk`:
```
export PLATFORM = sky130hd
export DESIGN_NAME = mult32x32_fast_fsm
export DESIGN_NICKNAME = mult32x32_fast_fsm
export VERILOG_FILES = /design/flow/design.v
export SDC_FILE = /design/flow/constraint.sdc
export NUM_CORES = 4
export LEC_CHECK = 1
export CORE_AREA = 10 10 70 70
export DIE_AREA = 0 0 80 80
```
==> results_slide.txt <==
Physical Implementation Snapshot

Status
  • Status: complete, but fails checks
  • Violated checks: setup timing

Power and ir drop
  • Sw frac: 0.225
  • Sw power: 0.000142 W
  • Power Density: 810 nW/um^2
  • Clock share of power: 0.349
  • Leakage Power: 0.405 nW
  • Comb pwr share: 0.214
  • Power Internal: 0.000489 W
  • Flop pwr share: 0.437
  • VDD IR max: 206 uV

Setup path
  • CP arrival: 1.51 ns
  • Worst reg2reg path startpoint: current_state[1]$_DFF_PP0_
  • Data required time of the worst path: 1.28 ns
  • Crit. End Element: primary output
  • Setup crit start kind: flip-flop
  • CP Class: flip-flop to primary output
  • Worst Reg-to-Reg Cells: 4
  • FF-to-FF End: current_state[0]$_DFF_PP1_
  • Maximum fanout along the worst path: 3
  • R2r setup slk: 0.64 ns

Placed design
  • Area of placed instances: 661 sq um
  • Final GP Congestion: 0.802
  • Detail Placement HPWL: 900 microns
  • Placed insts: 107
  • PortBufs: 13

Synthesis
  • Yosys reg bits: 10
  • Register area share after synthesis: 0.588
  • Ys cells: 41
  • Avg Inst Size Synth: 10.4 sq um
  • Post-Syn Area: 428 sq um
  • Yosys stat area: 428 sq um
  • Unique cell types: 20
  • Synth warn: 1
  • Syn Inst Count: 41

Timing
  • Final Hold Viols: 0
  • Clock Skews: 0.000765 ns
  • Final-report setup violation count: 5
  • Crit path time final: 1.83 ns
  • Fin. max-slew vios: 0
  • Max Clk Rate: 0.546 GHz
  • Hold WS: 0.307 ns
  • Final WS setup: -0.232 ns
  • Unrepaired setup endpoints after global routing: yes
  • Fin crit share: 1.14

Final layout
  • Design Area, Final: 778 sq um
  • Top flop regs: current_state (10)
  • Storage cell area: 251 sq um
  • Area Growth Syn to Fin: 81.9%
  • Comb area: 206 sq um
  • Most flops, register: current_state
  • Tally of non-filler cells in the final layout: 116
  • Max reg flops: 10
  • Layout cells sized above 1: 0.529
  • Fillers: 378

Floorplan
  • Die area: 6400 sq um
  • IO Pins: 17
  • Die Span Y: 80 microns
  • Core Region: 3420 sq um
  • Width of the die: 80 microns
  • Row cnt: 21
  • Fp_density: 0.125

Min path
  • Worst hold path class: input pin to flip-flop
  • Hold Path Origin: a_msb_is_0
  • Hold path endpoint: current_state[7]$_DFF_PP0_
  • Hold path cells: 2

Detailed routing
  • WL per Instance: 11.5 microns
  • Detailed-route DRC error count: 0
  • DR vias/cell: 3.41
  • Post-route ant nets: 0
  • DR iter-0 viols: 14
  • Diodes inserted: 0
  • Initial DRT Pass Iterations: 4
  • Vias: 396
  • Routed wire length: 1.34 mm

Clock network
  • CTS Sinks: 10
  • TritonCTS buffer count: 3
  • Root Buffer: clkbuf_4
  • Late-Pin Clk Latency: 0.26 ns
  • H-tree Lvls: 1
  • Worst-path clk slew: 0.06 ns
  • Clock buffer depth: 2
  • Post-cts hold-fix buffer tally: 0
  • CTS tree: yes

Global routing
  • Number of global-route vias before repair: 436
  • Grt ovf: 0
  • First-pass GRT wire length: 2.12 mm
  • Largest net degree at the start of global routing: 11
  • Initial antenna violation count: 0
  • Global Route Usage Sum: 0.0413

Flow run
  • Max-Cap Viols: 0
  • Tool Warnings: 27
-- placed cells by master (no fill, tap or decap), drive strengths merged, types with 2 or more instances in the layout --
| cell | count |
|---|---|
| nor2 | 5 |
| dlygate4sd2 | 4 |
| dfrtp | 9 |
| buf | 18 |
| clkbuf | 7 |
| o2111ai | 2 |
| or4 | 2 |
| a21oi | 2 |
| conb | 3 |
| inv | 6 |
-- through the flow --
| stage | total power (W) | utilization | setup WS (ns) | TNS [ns] |
|---|---|---|---|---|
| floorplan | 0.000313 | - | 0.279 | 0 |
| global placement | 0.000405 | 0.193 | -0.677 | -3.91 |
| detailed placement | 0.000405 | 0.193 | -0.679 | -3.90 |
| CTS | 0.000619 | 0.214 | -0.250 | -0.596 |
| global route | 0.000669 | 0.228 | -0.290 | -1.00 |
| finish | 0.000631 | 0.228 | -0.232 | -0.647 |
-- Yosys cell counts, drive strengths merged --
master / count / area [sq um]
a21oi: 2 / 10.0
and2: 1 / 6.26
buf: 3 / 22.5
conb: 1 / 3.75
dfrtp: 9 / 225
dfstp: 1 / 26.3
inv: 6 / 22.5
nand2: 1 / 3.75
nand4: 1 / 6.26
nor2: 5 / 18.8
nor2b: 1 / 6.26
nor3: 1 / 5.00
o2111ai: 2 / 17.5
o21ai: 1 / 5.00
o21bai: 1 / 7.51
o221ai: 1 / 8.76
or2b: 1 / 7.51
or4: 2 / 15.0
or4b: 1 / 10.0
-- power groups by stage --
| stage | clock [W] | combinational, W | sequential, W |
|---|---|---|---|
| finish | 0.000220 | 0.000135 | 0.000275 |
| global route | 0.000240 | 0.000152 | 0.000277 |
| CTS | 0.000221 | 0.000123 | 0.000274 |
-- worst max-delay path by stage --
stage / from / end / slack, ns / cells past startpoint
6_report: current_state[1]$_DFF_PP0_ / a_sel[0] / -0.23 / 4
5_1_grt: current_state[1]$_DFF_PP0_ / a_sel[0] / -0.29 / 4
4_1_cts: current_state[1]$_DFF_PP0_ / a_sel[0] / -0.25 / 4
-- worst max-delay path, stage by stage, from the launching register on --
cell	delay [ns]
dfrtp_1	0.37
or2b_1	0.20
inv_2	0.06
or4_4	0.49
buf_6	0.13
-- cell type report --
class	instances	share of cell area
clock buffers	4	0.0466
flip-flops and latches	10	0.323
well taps	46	0.0740
inverters	6	0.0289
repair buffers	26	0.262
multi-input cells	24	0.265
-- logic make-up after synthesis --
family                 after synthesis  synth area share
flip-flops                          10             0.588
other                                1           0.00876
AND-OR/OR-AND                        7             0.114
AND/OR/NAND/NOR                     14             0.184
buffers and inverters                9             0.105
-- repair_timing --
item,CTS,global route
resized,37,12
endpoints found under the setup margin,9,7
pin swaps,5,5
setup buffers,4,3
-- metal layers --
metal / up-vias / share of wire / GRT usage
met3: 5 / 0.13 / 0.0295
met2: 19 / 0.36 / 0.0522
met1: 178 / 0.48 / 0.0551
met5: - / 0 / 0
li1: 194 / - / -
met4: 0 / 0.023 / 0.00880
No activity file was given, so power comes from the tool's default toggle rates.
